===== /design/flow/run.sh =====
#!/bin/bash
# OpenROAD 26Q1-2900-gdf79404cd8, Yosys 0.63+post, stock flow scripts
make -C /OpenROAD-flow-scripts/flow DESIGN_CONFIG=/design/flow/config.mk WORK_HOME=/design/flow/orfs finish

===== /design/flow/config.mk =====
export PLATFORM = sky130hd
export DESIGN_NAME = clk_1s
export DESIGN_NICKNAME = clk_1s
export VERILOG_FILES = /design/flow/design.v
export SDC_FILE = /design/flow/constraint.sdc
export NUM_CORES = 4
export LEC_CHECK = 1
export CORE_AREA = 10 10 93 93
export DIE_AREA = 0 0 103 103

===== /design/flow/constraint.sdc =====
current_design clk_1s

set clk_period 3.9
set clk_io_pct 0.2

create_clock -name clk0 -period $clk_period [get_ports {clk}]

set non_clock_inputs [all_inputs -no_clocks]
set_input_delay [expr $clk_period * $clk_io_pct] -clock clk0 $non_clock_inputs
set_output_delay [expr $clk_period * $clk_io_pct] -clock clk0 [all_outputs]

===== /design/flow/design.v =====
`timescale 1ns / 1ps
module clk_1s(
	input wire clk,
	output reg clk_1s
   );
	reg [31:0] cnt;
	initial begin
		cnt = 0;
		clk_1s = 0;
	end
	always @ ( posedge clk ) begin
		if ( cnt < 50_000_000 ) cnt <= cnt + 1;
		else begin
			cnt <= 0;
			clk_1s <= ~clk_1s;
		end
	end
endmodule

==> impl_metrics.ini <==
; synthesis and place-and-route metrics
[die]
rows = 30
core_area_um2 = 6760
dieArea_um2 = 10600
num_io_pins = 2
dieHeight_um = 103
fp_util_pct = 21.0
die_x_um = 103

[setup_path]
crit_arrival_ns = 2.38
r2r_cells = 5
critPathCaptureType = flip-flop
crit_start = cnt[0]
critPathKind = reg2reg
crit_fanout = 7
crit_path_end = cnt[20]
rrSetupSlack_ns = 1.73
cp-start-kind = flip-flop
reg2reg_from = cnt[0]
required_ns = 4.11
r2r_end = cnt[20]

[logic_synthesis]
synthCells = 152
yosys_cells = 152
ys_seq_share_pct = 47.3
ys_ff = 33
ff_type = dfxtp_1
edf_count = 1
syn_avg_cell_area_um2 = 9.33
ys_types = 32
syn-cell-area_um2 = 1420
yosys_area_um2 = 1420
synthArstFlopShare_pct = 0
synth.yosys.warnings = 1

[sta]
drv_slew = 0
fin_crit_ns = 2.17
setup_violations = 0
fin_worst_skew_ns = 0.00475
finalSetupTns_ns = 0
fin_hold_ws_ns = 0.489
finalHoldViolCount = 0
fmax_mhz = 461
rsz0062_at_grt = false
finalClockPeriodUsage_pct = 55.6

[cells_and_area]
area_delta_synth_final_pct = 15.9
fin_area_um2 = 1640
layout_top_cells = dfxtp_1, nor3_1, nand2_1
finalNonFillerCells = 241
layout_top_cell = dfxtp_1
drive_above_1_share_pct = 10.6

[detailed_routing]
firstDrtPassIters = 4
postRouteAntennaNets = 0
wirelength_mm = 2.45
vias = 1067
n_antenna_cell = 0
drt-vias-per-instance = 4.43
post-route-drc-count = 0
wl_per_cell_um = 10.1
first_iter_violations = 64

[power]
power_leakage_nw = 0.465
powerDensity_nw_per_um2 = 411
power_uw = 675
vdd_ir_drop_max_v = 0.000176

[clocking]
clk_latency_ns = 0.29
htreeDepth = 2
cts_max_path_buffers = 2
cts_tree = built
clk_pin_slew_ns = 0.07
postCtsSetupBuffers = 0
cts_resized = 0
cts_root_buffer = clkbuf_8
numCtsBuffers = 5
cts_sinks = 33
postCtsHoldBufs = 0

[flow_run]
cap_violations = 0
warnings = 25

[hold_path]
hold_path.class = reg2reg

[place]
place_hpwl_mm = 1.59
dpl-instance-area_um2 = 1530
place_congestion = 0.780
post-place-cells = 233
port_buffers = 1

[global_route]
grt_max_degree = 28
grt_usage_pct = 4.94
overflow = 0
grt_pass1_wl_mm = 4.40
antenna_found_initial = 0
grt_pass1_vias = 970

[run_status]
run_status = completed
[kinds of logic after synthesis]
kind of cell | after synthesis | share of synthesized area [%]
AOI/OAI and AO/OA | 21 | 10.9
xor gates and xnor gates | 15 | 9.27
adders and majority gates | 1 | 0.882
buffers and inverters | 11 | 3.44
DFF | 33 | 47.3
other | 1 | 0.265
and+or+nand+nor | 70 | 28.0
[layer usage]
layer | track usage [%] | vias to the layer above | part of all wire, %
li1 | - | 563 | -
met1 | 6.97 | 482 | 54
met2 | 7.31 | 17 | 40
met3 | 1.49 | 5 | 4.3
met4 | 1.07 | 0 | 1.8
met5 | 0 | - | 0
[layout make-up]
cell class | instances | area, um2
Fill cell | 721 | 5110
Timing Repair Buffer | 3 | 25.0
Sequential cell | 33 | 671
Tap cell | 80 | 100
Multi-Input combinational cell | 113 | 717
Clock buffer | 5 | 68.8
Clock inverter | 3 | 46.3
Inverter | 4 | 15.0
[synth_stat cells (2+ instances only)]
master    instances  share of area, %
inv_1             4               1.1
nand3_1           6               2.1
or4_4             2               1.6
o21ai_0           6               2.1
xor2_1            6               3.7
dfxtp_1          32                45
o31ai_1           3               1.6
a211oi_1          8               4.2
and3_1            2              0.88
or4_1             3               1.6
nand2_1          12               3.2
xnor2_1           9               5.6
nor3_1           20               7.1
nor4_1            3               1.3
nand4_1           5               2.2
or3_1             6               2.6
nor2_1            5               1.3
clkbuf_1          6               1.6
[worst min path at each step]
stage | cells after the start | end | slack, ns | startpoint
after CTS | 2 | cnt[25] | 0.49 | cnt[25]
after global routing | 2 | cnt[20] | 0.52 | cnt[20]
final | 2 | cnt[25] | 0.49 | cnt[25]
[flip-flops by register name, summed over array words and instances, names as in the netlist]
| name | flops |
|---|---|
| cnt | 32 |
| clk_1s | 1 |
[worst max-delay path, cell delays in order, from the launching register on]
cell and delay [ns]:
dfxtp_1 0.40, ha_1 0.22, nand3_1 0.24, or4_1 0.64
or3_1 0.38, a211oi_1 0.22
[through the flow]
step	util (%)	setup slack, ns
6_report	24.3	1.73
5_1_grt	24.3	1.62
4_1_cts	24.3	1.75
3_5_place_dp	22.6	1.78
3_3_place_gp	22.6	1.82
2_1_floorplan	-	1.92
[power breakdown]
part | internal [mW] | switching [mW]
clock network | 0.191 | 0.132
logic | 0.00354 | 0.00235
registers | 0.344 | 0.00156
