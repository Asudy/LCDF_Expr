`flow/config.mk`:
```
export PLATFORM = sky130hd
export DESIGN_NAME = clk_100ms
export DESIGN_NICKNAME = clk_100ms
export VERILOG_FILES = /design/flow/design.v
export SDC_FILE = /design/flow/constraint.sdc
export NUM_CORES = 4
export LEC_CHECK = 1
export CORE_UTILIZATION = 30
```
`flow/constraint.sdc`:
```
current_design clk_100ms

set clk_period 4.6
set clk_io_pct 0.2

create_clock -name clk0 -period $clk_period [get_ports {clk}]

set non_clock_inputs [all_inputs -no_clocks]
set_input_delay [expr $clk_period * $clk_io_pct] -clock clk0 $non_clock_inputs
set_output_delay [expr $clk_period * $clk_io_pct] -clock clk0 [all_outputs]
```
`flow/design.v`:
```
`timescale 1ns / 1ps
module clk_100ms(
	input wire clk,
	output reg clk_100ms
   );
	integer cnt;
	initial begin
		cnt = 0;
		clk_100ms = 0;
	end
	always @ ( posedge clk ) begin
		if ( cnt < 5_000_000 ) cnt <= cnt + 1;
		else begin
			cnt <= 0;
			clk_100ms <= ~clk_100ms;
		end
	end
endmodule
```
`flow/run.sh`:
```
#!/bin/bash
# OpenROAD 26Q1-2900-gdf79404cd8, Yosys 0.63+post, stock flow scripts
make -C /OpenROAD-flow-scripts/flow DESIGN_CONFIG=/design/flow/config.mk WORK_HOME=/design/flow/orfs finish
```
==> run summary <==
Entry: Yosys synthesis followed by OpenROAD place and route.

Logic synthesis:
- The run gives the number of distinct library cell variants in the gate-level netlist after synthesis as 31.
- The run puts the number of cells in the yosys synthesis report at 165.
- The run puts the register area share after synthesis at 0.420.
- The run gives the yosys synthesis chip area as 1600 um^2.
- The run gives the cell area after technology mapping as 1600 um^2.
- The run gives the number of storage elements in the synthesis netlist as 33.
- The run gives the average instance area after synthesis as 9.68 um^2.
- The run puts the count of yosys warnings during synthesis at 1.
- The run gives the post-synthesis instance total as 165.

Finish:
- Of the cells placed in the final design, the portion with a size suffix greater than 1 is 0.263.
- The most common logic cells in the final layout are sky130_fd_sc_hd__dfxtp_1, sky130_fd_sc_hd__nor2_2, sky130_fd_sc_hd__xor2_1.
- The run puts the layout overhead on the synthesized area at 9.87%.
- Among logic cells in the layout, the one with the most instances is sky130_fd_sc_hd__dfxtp_1.
- The run gives the count of non-filler cells in the finished layout as 241.
- Once layout is done, the placed cells without fillers occupy 1760 um^2.

Floorplan:
- For this configuration, the core starts out at a cell density of 0.313.
- The run gives the I/O pin count as 2.
- The run gives the overall chip area as 5620 um^2.
- The run gives the floorplan die height as 75.0 um.
- The run puts the horizontal die size at 75.0 um.
- The run gives the placeable core area as 5110 um^2.
- The run puts the placement row count at 26.

CTS:
- The run gives the insertion delay at the late pin of the worst-skew pair as 0.28 ns.
- Looking at the worst setup and hold paths, the clock pins of their registers show a slew of 0.07 ns.
- The run gives the clock root buffer as sky130_fd_sc_hd__clkbuf_8.
- The report puts the hold buffer count at CTS at 0.
- The run gives the CTS sink count as 33.
- The run gives the number of resized instances in the post-cts repair step as 0.
- The run gives the number of setup buffers added after CTS as 0.
- The H-tree generated during clock tree synthesis spans 2 levels.
- The run gives the deepest clock path buffer count as 2.
- TritonCTS built the clock tree.
- The run puts the clock buffer count from CTS at 5.

Worst setup path:
- The run puts the data arrival at the endpoint of the critical path at 2.42 ns.
- The run gives the first element of the critical path as cnt[15]$_SDFF_PN0_.
- The worst register-to-register path begins at cnt[15]$_SDFF_PN0_.
- The timing report gives the biggest stage delay along the critical path as 0.54 ns.
- On the critical path, the stage with the largest delay is an instance of sky130_fd_sc_hd__or4b_1.
- The worst setup path is captured at a flip-flop.
- The run gives the worst-path maximum fanout as 23.
- The run gives the register-to-register setup slack as 2.13 ns.
- The run puts the endpoint required time on the critical path at 4.55 ns.
- The run gives the type of element launching the critical path as a flip-flop.
- The run gives the category of the critical setup timing path as flip-flop to flip-flop.
- The cell sequence reported for the critical path is or4b_1 > nor3_2 > o21ai_2 > a41oi_4 > buf_4.

Timing:
- The run gives the post-route fraction of the period consumed by the critical path as 0.537.
- The run puts the maximum clock skew at final layout at 0.00690 ns.
- The run puts the number of hold-slack violations in the final timing report at 0.
- At the pin with the least slew margin, the transition time is 0.882 ns.
- The run puts the final count of pins violating max slew at 0.
- The run gives the shortest clock period the worst path allows after layout as 2.47 ns.
- The run puts the fmax at 405 MHz.
- The run puts the sum of negative setup slack at 0 ns.
- Setup repair after global routing left no endpoint under its margin.
- For this run, the final setup violation count is recorded as 0.
- The run gives the headroom to the max-slew limit as 0.407.
- The run puts the worst path setup slack after routing at 2.13 ns.

Run:
- The run puts the max-cap check violation count at 0.
- Summing over the stages, the warning tally comes to 25.

Pwr:
- The run gives the leakage power as 0.698 nW.
- The run puts the power density over the cells at 289 nW/um^2.
- VDD sags by at most 0.111 mV.
- The run puts the total power at 0.508 mW.

Detailed routing:
- The run puts the number of vias per cell at 4.49.
- The run puts the post-detailed-route wirelength per cell at 11.0 um.
- The first routing iteration left 42 violations.
- The run puts the count of TritonRoute iterations in the first routing pass at 4.
- The run gives the final wirelength as 2650 um.
- The detailed router placed 1081 vias in this run.
- The run puts the antenna cell count at 0.
- The run puts the number of nets with antenna violations after detailed routing at 0.
- After detailed routing, the number of remaining DRC violations is 0.

GRT:
- Entering global routing, the biggest net connects 24 pins.
- The first global-routing pass estimated 4720 um of wire.
- Across every metal layer, demand over resource in global routing totals 0.112.
- Recorded from the global router log, the overflow total was 0.
- The number of antenna violations at the first check in global routing is 0.
- The run puts the number of global-route vias before repair at 1049.

Worst hold path:
- The launch point of the worst min-delay path is recorded as cnt[0]$_SDFF_PN0_.
- Note that the worst hold path type here is flip-flop to flip-flop.

Place:
- The run gives the placed cell count as 233.
- Summing all placed instances gives a cell area of 1670 um^2.
- The run puts the number of buffers inserted by port buffering at 1.
- The run gives the placer congestion estimate as 0.832.
- The run puts the half-perimeter wire length of the detailed placement result at 1750 um.
- The run gives the pre-CTS setup slack as 2.12 ns.

Run status:
- The flow ran to the end, and the final reports show no timing, DRC or antenna violations.
==> Yosys cell counts (all sizes together) <==
cell type	number	area share
a211o	1	0.0055
nor4	5	0.037
and3	6	0.024
nand4b	1	0.0055
nand3	18	0.056
or4b	1	0.0063
xnor2	8	0.044
ha	1	0.0078
nor2b	1	0.0039
nor2	36	0.13
o21ai	2	0.0086
or4	1	0.0047
a41oi	1	0.017
nor3	5	0.022
nand4	7	0.031
a2111o	1	0.0070
xor2	21	0.12
nand2	9	0.021
o21a	1	0.0047
clkbuf	1	0.0023
edfxtp	1	0.019
buf	3	0.021
dfxtp	32	0.40
inv	2	0.0047
==> report_power, final <==
part	total (mW)	internal (mW)	switching (mW)
Clock	0.221	0.122	0.0987
Combinational	0.000000383	0	0
Sequential	0.287	0.287	0
==> cell families after synthesis <==
kind of cell	after synthesis	synth area share
AOI/OAI and AO/OA	6	0.0431
xor gates and xnor gates	29	0.159
adders and majority gates	1	0.00783
buffers and inverters	6	0.0282
DFF	33	0.420
and+or+nand+nor	90	0.342
==> final timing paths <==
path | end | cells after the start
setup / recovery | clk_100ms$_DFFE_PN_ | 5
setup reg to reg | clk_100ms$_DFFE_PN_ | 5
hold reg to reg | cnt[0]$_SDFF_PN0_ | 1
hold / removal | cnt[0]$_SDFF_PN0_ | 1
==> sequential cells by signal, summed over array words and instances (netlist names) <==
register and cells:
clk_100ms 1, cnt 32
==> worst max-delay path: cells and delay by family (launching register included) <==
kind / cells / cell delay (ns)
AND-OR/OR-AND: 2 / 0.58
buffers and inverters: 1 / 0.43
flip-flops: 1 / 0.35
AND/OR/NAND/NOR: 2 / 0.76
==> per-layer routing <==
layer  part of all wire  GRT usage
met1               0.51      0.163
met4              0.014     0.0189
met3              0.044     0.0271
met5                  0          0
met2               0.43      0.175
==> stage by stage <==
stage	utilization	hold WS (ns)
after CTS	0.344	0.481
after global routing	0.344	0.508
after global placement	0.326	0.456
after detailed placement	0.326	0.465
after floorplan	-	0.439
final	0.344	0.473
==> area by class of cell <==
| type | count | area (um^2) |
|---|---|---|
| inverters | 2 | 7.51 |
| well taps | 70 | 87.6 |
| multi-input cells | 126 | 882 |
| fillers | 533 | 3350 |
| flip-flops and latches | 33 | 671 |
| repair buffers | 2 | 17.5 |
| clock buffers | 8 | 90.1 |
Power is estimated from default activity; no workload was simulated.
