## design.v

```verilog
`timescale 1ns / 1ps
module CounterRev16b(
	input wire clk, S,
	output reg [15:0] cnt,
	output wire Rc
	);
	initial cnt = 0;
	assign Rc = (~S & (~|cnt)) | (S & (&cnt));
	always @ (posedge clk)
		if (S) cnt <= cnt + 1;
		else cnt <= cnt - 1;
endmodule
```

## run.sh

```bash
#!/bin/bash
# OpenROAD 26Q1-2900-gdf79404cd8, Yosys 0.63+post, stock flow scripts
make -C /OpenROAD-flow-scripts/flow DESIGN_CONFIG=/design/flow/config.mk WORK_HOME=/design/flow/orfs finish
```

## constraint.sdc

```tcl
current_design CounterRev16b

set clk_period 3.3
set clk_io_pct 0.2

create_clock -name clk0 -period $clk_period [get_ports {clk}]

set non_clock_inputs [all_inputs -no_clocks]
set_input_delay [expr $clk_period * $clk_io_pct] -clock clk0 $non_clock_inputs
set_output_delay [expr $clk_period * $clk_io_pct] -clock clk0 [all_outputs]
```

## config.mk

```make
export PLATFORM = sky130hd
export DESIGN_NAME = CounterRev16b
export DESIGN_NICKNAME = CounterRev16b
export VERILOG_FILES = /design/flow/design.v
export SDC_FILE = /design/flow/constraint.sdc
export NUM_CORES = 4
export LEC_CHECK = 1
export CORE_AREA = 10 10 104 104
export DIE_AREA = 0 0 114 114
```

==> impl_metrics.sql <==
-- generated from flow reports
INSERT INTO impl_metrics (metric_group, metric, value, unit) VALUES
('timing', 'fmax', '339', 'MHz'),
('global_route', 'largest_net_degree_at_the_start_of_global_routing', '15', ''),
('worst_setup_path', 'cell_chain_critical_path', 'clkdlybuf4s50_1 > nor4_1 > nand4_1 > o31ai_1 > clkdlybuf4s50_1', ''),
('worst_setup_path', 'crit_required', '2.64', 'ns'),
('routing', 'post_drt_via_cell_ratio', '3.85', ''),
('timing', 'rsz_0062_raised_after_global_routing', 'no', ''),
('pwr', 'irDropWorstVdd', '0.250', 'mV'),
('finish', 'logic_area', '778', 'um2'),
('worst_setup_path', 'critical_path.slowest_cell', 'sky130_fd_sc_hd__clkdlybuf4s50_1', ''),
('synth', 'logic_family', 'AND-OR/OR-AND gates', ''),
('place', 'port_buffers', '18', ''),
('routing', 'wl_per_cell', '11.5', 'um'),
('synth', 'synth-xor-area-share', '10.9', '%'),
('synth', 'yosys.stat.chipArea', '0.00112', 'mm2'),
('clocking', 'postCtsResizedCells', '0', ''),
('die', 'die_w', '114', 'um'),
('clocking', 'cts_setup_buffers', '0', ''),
('timing', 'worst-slew-pin-transition', '0.439', 'ns'),
('place', 'post_dp_cell_area', '0.00144', 'mm2'),
('clocking', 'tritoncts.num_buffers', '3', ''),
('clocking', 'cts_tree', 'done', ''),
('timing', 'setup_total_neg_slack', '0', 'ns'),
('flow_run', 'openroad.warnings', '25', ''),
('global_route', 'grt_use_total', '4.48', '%'),
('finish', 'most_instantiated_logic_cell_after_routing', 'sky130_fd_sc_hd__clkdlybuf4s50_1', ''),
('worst_setup_path', 'critPathBufInv', '2', ''),
('synth', 'yosys.area.top_type', 'sky130_fd_sc_hd__dfxtp_1', ''),
('routing', 'first_pass_iters', '4', ''),
('clocking', 'clock_latency', '0.25', 'ns'),
('pwr', 'cellLeakagePower', '0.604', 'nW'),
('synth', 'synthFlopType', 'sky130_fd_sc_hd__dfxtp_1', ''),
('global_route', 'grt_pass1_vias', '966', ''),
('flow_run', 'reported_max_cap_violation_count', '0', ''),
('synth', 'synthArstFlopShare', '0', '%'),
('synth', 'synth.avg_cell_area', '9.21', 'um2'),
('pwr', 'p_per_area', '1040', 'mW/mm2'),
('timing', 'finalHoldViolCount', '0', ''),
('synth', 'synth.top_cell.area_share', '28.5', '%'),
('worst_hold_path', 'hold_path_class', 'register to register', ''),
('timing', 'setup_viol', '0', ''),
('clocking', 'ctsRootBufferMaster', 'sky130_fd_sc_hd__clkbuf_8', ''),
('timing', 'postLayoutSetupSlackWorst', '0.348', 'ns'),
('routing', 'routed_wirelength', '2870', 'um'),
('finish', 'flop_area', '320', 'um2'),
('synth', 'topCellsByArea', 'sky130_fd_sc_hd__dfxtp_1 (29%), sky130_fd_sc_hd__ha_1 (16%), sky130_fd_sc_hd__xnor2_1 (5.5%)', ''),
('global_route', 'grt_overflow', '0', ''),
('worst_setup_path', 'crit_path_max_fanout', '5', ''),
('finish', 'final_layout_top_logic_cells', 'sky130_fd_sc_hd__clkdlybuf4s50_1 (18), sky130_fd_sc_hd__dfxtp_1 (16), sky130_fd_sc_hd__ha_1 (14), sky130_fd_sc_hd__nand2_1 (10), sky130_fd_sc_hd__a21oi_1 (10)', ''),
('timing', 'slew-limit-headroom', '70.5', '%'),
('synth', 'adder_and_majority_cell_fraction_of_the_synthesized_area', '17.4', '%'),
('synth', 'ys.flops', '16', ''),
('finish', 'top_register_by_number_of_flip_flops', 'cnt', ''),
('timing', 'timing.hold.ws', '0.517', 'ns'),
('synth', 'post_synthesis_cell_count', '122', ''),
('synth', 'syn_area', '0.00112', 'mm2'),
('place', 'place_hpwl', '2330', 'um'),
('run_status', 'run_status', 'completed', ''),
('worst_setup_path', 'worst-endpoint-arrival', '2.29', 'ns'),
('die', 'io_pins', '19', ''),
('routing', 'vias', '966', ''),
('routing', 'drt_iter0_drc', '43', ''),
('routing', 'insertedDiodeCount', '0', ''),
('clocking', 'clkTransAtPathRegs', '0.07', 'ns'),
('synth', 'post_synth_edffs', '0', ''),
('worst_setup_path', 'worst_path_most_repeated_cell', 'sky130_fd_sc_hd__clkdlybuf4s50_1', ''),
('synth', 'number_of_standard_cells_reported_by_yosys', '122', ''),
('synth', 'synthAoiAreaFrac', '22.8', '%'),
('worst_setup_path', 'end_kind', 'primary output', ''),
('synth', 'post_synth_and_or_nand_nor_area_fraction', '16.3', '%'),
('clocking', 'cts_hold_repair.buffers', '0', ''),
('clocking', 'cts_max_path_buffers', '2', '');
per-stage QoR:
stage | cells | utilization, %
after detailed placement | 247 | 16.6
after global placement | 247 | 16.6
after global routing | 251 | 17.2
after CTS | 251 | 17.2
final | 251 | 17.2
after floorplan | 122 | -
Yosys cell counts, drive strengths merged (2+ instances only):
cell type	instances
dfxtp	16
ha	14
a21oi	11
nand2	10
xnor2	7
xor2	7
a21o	6
o21ai	6
nand4	5
inv	4
nand3	4
nor2	4
nor4	4
o211ai	4
and3	3
nand2b	3
nor3	2
o21bai	2
layout make-up:
| type | count | share of cell area (%) |
|---|---|---|
| multi-input combinational | 100 | 52.2 |
| sequential | 16 | 21.5 |
| inverter | 4 | 1.01 |
| tap | 108 | 9.06 |
| timing repair buffer | 19 | 12.6 |
| clock buffer | 4 | 3.69 |
worst register-to-register path, delay by kind of cell (launching register included):
kind                       cells  cell delay, ns
DFF                            1            0.44
adders and majority gates      1            0.44
AOI/OAI and AO/OA              2            0.38
muxes                          1            0.33
and+or+nand+nor                2            0.29
buffers and inverters          1            0.10
worst paths after layout:
check | cells after the start | end | slack (ns) | start
setup reg to reg | 7 | cnt[12] | 1.25 | cnt[0]
hold reg to reg | 1 | cnt[0] | 0.52 | cnt[0]
hold / removal | 1 | cnt[0] | 0.52 | cnt[0]
setup / recovery | 5 | Rc | 0.35 | S
power breakdown:
part / total [W] / switching, W / internal, W
logic: 0.000948 / 0.000451 / 0.000497
clock network: 0.000181 / 0.0000747 / 0.000106
registers: 0.000427 / 0.000121 / 0.000306
routing by layer:
layer  vias up  wire [um]  global-route usage, %  share of wire (%)
met5         -          0                      0                  0
met4         0         49                   1.00                1.7
met3         4        156                   1.38                5.4
met2        10       1420                   7.78                 49
met1       455       1250                   5.28                 43
li1        497          -                      -                  -
kinds of logic after synthesis:
kind of cell,Yosys count
AND/OR/NAND/NOR,36
AND-OR/OR-AND,33
flip-flops,16
adder cells (fa/ha/maj),15
XOR/XNOR,14
buffers and inverters,6
multiplexers,2
Power is estimated from default activity; no workload was simulated.
